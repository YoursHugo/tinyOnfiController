==> design/flow/design.v <==
`timescale 1ns / 1ps
module get_status
#(
    parameter ONFI_FRE = 200
)
(
    input wire [31:0] addr,
    input wire onfi_clk,
    output reg [31:0] data,
    output reg onfi_ale,
    output reg onfi_cen,
    output reg onfi_cle,
    output reg onfi_dq,
    output reg onfi_dq_en,
    output reg [31:0] onfi_dq_o,
    input wire onfi_dqs,
    output reg onfi_dqs_en,
    output reg onfi_wen
);
    reg [3:0] state=0;
    always@(negedge onfi_clk) begin 
        case(state)
            0: begin
                onfi_cen = 0;
                onfi_cle = 0;
                onfi_ale = 0;
                onfi_wen = 1;
                onfi_dqs_en = 0;
                state = state + 1;
            end
            1: begin 
                onfi_cle = 1;
                onfi_dq_o = 32'h70;
                onfi_dq_en = 1;
                state = state + 1;
            end
            2: begin 
                onfi_wen = 0;
                onfi_cle = 0;
                onfi_dq_en = 0;
                state = state + 1;
            end
            3: begin 
                onfi_cle = 1;
                onfi_ale = 1;
                state = state + 1;
            end
            4: begin
                onfi_cle = 0;
                onfi_ale = 0;
                state = state + 1;
            end
            7: begin
                onfi_cen = 1;
                onfi_cle = 0;
                onfi_ale = 0;
                onfi_wen = 1;
                state = 0;
            end
            default: begin
            end
        endcase
    end
    always@(posedge onfi_dqs) begin
        case(state)
        5: begin
            #(500/(ONFI_FRE*2)) data = onfi_dq; 
            state = state + 1;
        end
        endcase
    end
    always@(negedge onfi_dqs) begin
        case(state)
        6: begin
            #(500/(ONFI_FRE*2)) data = onfi_dq; 
            state = state + 1;
        end
        endcase
    end
endmodule
==> design/flow/run.sh <==
#!/bin/bash
# OpenROAD 26Q1-2900-gdf79404cd8, Yosys 0.63+post, stock flow scripts
make -C /OpenROAD-flow-scripts/flow DESIGN_CONFIG=/design/flow/config.mk WORK_HOME=/design/flow/orfs finish
==> design/flow/config.mk <==
export PLATFORM = sky130hd
export DESIGN_NAME = get_status
export DESIGN_NICKNAME = get_status
export VERILOG_FILES = /design/flow/design.v
export SDC_FILE = /design/flow/constraint.sdc
export NUM_CORES = 4
export LEC_CHECK = 1
export CORE_AREA = 10 10 97 97
export DIE_AREA = 0 0 107 107
==> design/flow/constraint.sdc <==
current_design get_status

set clk_period 3.2
set clk_io_pct 0.2

create_clock -name clk0 -period $clk_period [get_ports {onfi_clk}]
create_clock -name clk1 -period $clk_period [get_ports {onfi_dqs}]

set non_clock_inputs [all_inputs -no_clocks]
set_input_delay [expr $clk_period * $clk_io_pct] -clock clk0 $non_clock_inputs
set_output_delay [expr $clk_period * $clk_io_pct] -clock clk0 [all_outputs]
==> notes.md <==
yosys + openroad results -> fraction of post-synthesis cell area in the top cell type by area 39.42%, yosys warning tally 1, flip-flop and latch count after synthesis 17, sequential share of the synthesized area between 30% and 40%, post-synth top area cell edfxtp_1, Area contributors post-synth edfxtp_1 (39%), buf_4 (38%), ha_1 (3.9%), Err ERROR: Found 4 problems in 'check -assert'., post-synth cell types 21, cell total in the yosys stat output between 100 and 150, post-synth area from yosys stat roughly 1300 sq um, Failed at synthesis (1_2_yosys), outcome aborted with a tool error
-- cell families after synthesis --
| logic type | share of synthesized area [%] |
|---|---|
| DFF | 39.42 |
| buffers and inverters | 41.55 |
| muxes | 1.159 |
| and+or+nand+nor | 7.054 |
| adders and majority gates | 3.865 |
| AOI/OAI and AO/OA | 4.348 |
| other | 0.5799 |
| xor gates and xnor gates | 2.029 |
-- synth_stat cells (all sizes together) --
cell     n
nand2b   2
or2      1
nand2    2
ha       4
o21a     1
mux2     1
nor2     5
o21bai   2
edfxtp  17
inv      4
a21oi    5
and3b    3
nor2b    1
conb     2
xnor2    1
a21o     1
buf     69
nand3    1
xor2     2
