## design/flow/run.sh

```bash
#!/bin/bash
# OpenROAD 26Q1-2900-gdf79404cd8, Yosys 0.63+post, stock flow scripts
make -C /OpenROAD-flow-scripts/flow DESIGN_CONFIG=/design/flow/config.mk WORK_HOME=/design/flow/orfs finish
```

## design/flow/config.mk

```make
export PLATFORM = sky130hd
export DESIGN_NAME = get_feature
export DESIGN_NICKNAME = get_feature
export VERILOG_FILES = /design/flow/design.v
export SDC_FILE = /design/flow/constraint.sdc
export NUM_CORES = 4
export LEC_CHECK = 1
export CORE_UTILIZATION = 30
```

## design/flow/constraint.sdc

```tcl
current_design get_feature

set clk_period 4.0
set clk_io_pct 0.2

create_clock -name clk0 -period $clk_period [get_ports {onfi_clk}]
create_clock -name clk1 -period $clk_period [get_ports {onfi_dqs}]

set non_clock_inputs [all_inputs -no_clocks]
set_input_delay [expr $clk_period * $clk_io_pct] -clock clk0 $non_clock_inputs
set_output_delay [expr $clk_period * $clk_io_pct] -clock clk0 [all_outputs]
```

## design/flow/design.v

```verilog
`timescale 1ns / 1ps
module get_feature
#(
    parameter ONFI_FRE = 200
)
(
    input wire [31:0] addr,
    input wire onfi_clk,
    output reg [31:0] data,
    output reg onfi_ale,
    output reg onfi_cen,
    output reg onfi_cle,
    output reg onfi_dq,
    output reg onfi_dq_en,
    output reg [31:0] onfi_dq_o,
    input wire onfi_dqs,
    output reg onfi_dqs_en,
    output reg onfi_wen
);
    reg [3:0] state=0;
    always@(negedge onfi_clk) begin 
        case(state)
            0: begin
                onfi_cen = 0;
                onfi_cle = 0;
                onfi_ale = 0;
                onfi_wen = 1;
                onfi_dqs_en = 0;
                state = state + 1;
            end
            1: begin 
                onfi_cle = 1;
                onfi_dq_o = 32'hEE;
                onfi_dq_en = 1;
                state = state + 1;
            end
            2: begin 
                onfi_cle = 0;
                onfi_ale = 1;
                onfi_dq_o = addr;
                state = state + 1;
            end
            3: begin 
                onfi_ale = 0;
                onfi_dq_en = 0;
                onfi_wen = 0;
                state = state + 1;
            end
            4: begin
                onfi_cle = 1;
                onfi_ale = 1;
                state = state + 1;
            end
            5: begin
                onfi_cle = 0;
                onfi_ale = 0;
                state = state + 1;
            end
            8: begin
                onfi_cen = 1;
                onfi_cle = 0;
                onfi_ale = 0;
                onfi_wen = 1;
                state = 0;
            end
            default: begin
            end
        endcase
    end
    always@(posedge onfi_dqs) begin
        case(state)
        6: begin
            #(500/(ONFI_FRE*2)) data = onfi_dq; 
            state = state + 1;
        end
        endcase
    end
    always@(negedge onfi_dqs) begin
        case(state)
        7: begin
            #(500/(ONFI_FRE*2)) data = onfi_dq; 
            state = state + 1;
        end
        endcase
    end
endmodule
```

==> results.txt <==
From the run reports.

- The run stopped with a tool error.
- The run ended at synthesis (1_2_yosys).
- The tool reported: "ERROR: Found 4 problems in 'check -assert'".
- The share of the synthesized netlist area taken by xor and xnor gates reads 0.385%.
- In this run, synthesis inferred 49 flip-flops with an integrated enable.
- The largest non-sequential cell family by area is simple AND/OR/NAND/NOR gates.
- After Yosys synthesis, full adders, half adders and majority gates account for 2.20% of the synthesized area.
- The share of synthesized cell area in and, or, nand and nor gates reads 14.9%.
- The complex-gate fraction of the synthesized area is 2.86%.
- The dominant register cell in the synthesized netlist reads sky130_fd_sc_hd__edfxtp_1.
- The count of distinct cell types in the synthesized netlist is 26.
- The total cells reported by yosys after synthesis is 169.
- After synthesis the netlist holds a flip-flop and latch count of 49.
- The cell type with the largest total area reads sky130_fd_sc_hd__edfxtp_1.
- For this run, asynchronously set or reset flops after synthesis account for 0%.
- Yosys reports the multiplexer fraction of the synthesized area as 0%.
- Yosys reports that the leading cell type by area covers 64.8% of the netlist area.
- The yosys synthesis chip area is 2270 um2.
- The Yosys warning count reads 1.
- The portion of the post-synthesis area used by sequential elements reads 64.8%.
- Yosys attributes the largest share of cell area to sky130_fd_sc_hd__edfxtp_1, sky130_fd_sc_hd__buf_4, sky130_fd_sc_hd__and3_1, sky130_fd_sc_hd__ha_1, sky130_fd_sc_hd__or3_1.
-- cell families after synthesis --
logic type	Yosys count
adder cells (fa/ha/maj)	4
AND-OR/OR-AND	12
buffers and inverters	47
XOR/XNOR	1
flip-flops	49
AND/OR/NAND/NOR	55
other	1
-- Yosys cell counts, types with 3 or more instances --
master	count
sky130_fd_sc_hd__a21oi_1	5
sky130_fd_sc_hd__buf_4	35
sky130_fd_sc_hd__buf_6	3
sky130_fd_sc_hd__or3_1	6
sky130_fd_sc_hd__edfxtp_1	49
sky130_fd_sc_hd__inv_1	5
sky130_fd_sc_hd__nor2_1	5
sky130_fd_sc_hd__and3_1	27
sky130_fd_sc_hd__buf_2	3
sky130_fd_sc_hd__and2_1	3
sky130_fd_sc_hd__nand2_1	3
sky130_fd_sc_hd__o21ai_0	4
sky130_fd_sc_hd__ha_1	4
sky130_fd_sc_hd__nand2b_1	3
