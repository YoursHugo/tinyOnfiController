$ cat flow/run.sh
#!/bin/bash
# OpenROAD 26Q1-2900-gdf79404cd8, Yosys 0.63+post, stock flow scripts
make -C /OpenROAD-flow-scripts/flow DESIGN_CONFIG=/design/flow/config.mk WORK_HOME=/design/flow/orfs finish
$ cat flow/config.mk
export PLATFORM = sky130hd
export DESIGN_NAME = set_feature
export DESIGN_NICKNAME = set_feature
export VERILOG_FILES = /design/flow/design.v
export SDC_FILE = /design/flow/constraint.sdc
export NUM_CORES = 4
export LEC_CHECK = 1
export CORE_AREA = 10 10 70 70
export DIE_AREA = 0 0 80 80
$ cat flow/constraint.sdc
current_design set_feature

set clk_period 2.1
set clk_io_pct 0.2

create_clock -name clk0 -period $clk_period [get_ports {onfi_clk}]

set non_clock_inputs [all_inputs -no_clocks]
set_input_delay [expr $clk_period * $clk_io_pct] -clock clk0 $non_clock_inputs
set_output_delay [expr $clk_period * $clk_io_pct] -clock clk0 [all_outputs]
$ cat flow/design.v
module set_feature(
  input wire onfi_clk,
  input reg [31:0] addr,
  input reg [31:0] data,
  output reg onfi_cen,
  output reg onfi_cen,
  output reg onfi_cle,
  output reg onfi_ale,
  output reg onfi_wen,
  output reg onfi_dqs_en,
  output reg onfi_dq_o
);
  reg [2:0] state = 0;
  initial begin
    onfi_cen = 0;
    onfi_cle = 0;
    onfi_ale = 0;
    onfi_wen = 0;
    onfi_dqs_en = 0;
    onfi_dq_o = 32'h00;
  end
  always@(negedge onfi_clk) begin
    case(state)
    0:
      begin
        onfi_cen = 0;
        onfi_cle = 0;
        onfi_ale = 0;
        onfi_wen = 1;
        onfi_dqs_en = 0;
        state = state + 1;
      end
    1:
      begin
        onfi_cle = 1;
        onfi_dq_o = 32'hEF;
        onfi_dq_en = 1;
        state = state + 1;
      end
    2:
      begin
        onfi_cle = 0;
        onfi_ale = 1;
        onfi_dq_o = addr;
        state = state + 1;
      end
    3:  
      begin
        onfi_ale = 0;
        onfi_dq_en = 0;
        state = state+1;
      end
    4:
      begin
        onfi_cen = 1;
        onfi_wen = 0;
        onfi_dq_o = data;
        onfi_dq_en = 1;
        state = 0;
      end
    5:
      begin
        onfi_dq_en = 0;
        state = state + 1;
      end
    default:
      begin
        state = 0;
      end
  endcase
  end
  always@(posedge onfi_clk) begin
    case(state)
    endcase
  end
endmodule
==> ci_impl_report.md <==
### Metrics collected by this job

| Metric | Value |
|---|---|
| Status | `complete, but fails checks` |
| Failing checks | `setup timing` |
| Max-cap violations | `0` |
| CP required | `1.68 ns` |
| # Cells Yosys | `37` |
| Overflow after GRT | `0` |
| Synthesized instance count | `37` |
| CTS Sinks | `8` |
| Cell leakage power | `0.0002439 uW` |
| Post-route setup TNS | `-0.6657 ns` |
| Fill cells | `392` |
| Yosys Chip Area | `397.9 sq um` |
| Crit path buf inv count | `1` |
| Synth Register Bits | `8` |
| Crit Path Class | `register to output pin` |
| Post-DP HPWL | `475.1 um` |
| CP max stage cell | `edfxtp_1` |
| Core Util at FP | `11.65%` |
| WL per Instance | `6.388 um` |
| RSZ-0062 raised after global routing | `true` |
| Root Buffer | `clkbuf_4` |
| Reg2reg path depth | `4` |
| Critical Path Sink | `onfi_ale` |
| Via count | `267` |
| Core area | `3416 sq um` |
| Clk slew on worst S/H paths | `0.03 ns` |
| TritonRoute pass-1 iters | `2` |
| Initial DRC count | `19` |
| PnR worst setup slack | `-0.1385 ns` |
| Hold WC Path Type | `register to register` |
| Worst path max stage delay | `0.34 ns` |
| Fraction of layout cells with a size suffix above 1 | `17.31%` |
| DR vias/cell | `2.724` |
| Ranking of synthesized cells by area | `edfxtp_1 38%, ha_1 16%, dfxtp_1 15%` |
| N_diodes | `0` |
| WHS | `0.4832 ns` |
| Mean post-synth cell area | `10.75 sq um` |
| Final number of max-transition violations | `0` |
| Critical Path Source Type | `register` |
| CP Capture Type | `output pin` |
| Die Wd | `80 um` |
| I/O Buffers | `7` |
| Vias in the first global route | `242` |
| Maximum vdd drop | `0.1490 mV` |
| Util after Layout | `15.75%` |
| CTS H-tree lvls | `1` |
| Worst-path maximum fanout | `1` |
| Routed Antenna Nets | `0` |
| Area leader share | `37.74%` |
| Largest net degree at the start of global routing | `9` |
| Placed Area | `514.2 sq um` |
| Area grow syn2layout | `35.22%` |
| Clock buffer depth | `2` |
| Cell family with most CP delay | `flip-flops` |
| Final Setup Violations | `5` |
| Final hold vios | `0` |
| First-pass GRT wire length | `952 um` |
| GPL Wtd Cong | `0.7292` |
| CP Depth | `1` |
| Num CTS Buffers | `3` |
| CP Cell Sequence | `buf_2` |
| Late-Pin Clk Latency | `0.32 ns` |
| Initial antenna violation count | `0` |
| Synth async-reset ratio | `0%` |
| Pwr dens | `639.7 nW/um^2` |
| Netlist Area Pre-Place | `397.9 sq um` |
| Reg2reg setup slack | `0.77 ns` |
| Skew final | `0.01009 ns` |
| Most frequent cell after synthesis | `inv_1` |
| Postcts setup bufs | `0` |
| Register area share after synthesis | `52.83%` |
| Ys Warns | `6` |
| R2r endpoint | `onfi_cle` |
| Fin area | `538.0 sq um` |
| DRC Markers | `0` |
| CTS tree | `yes` |
| Row count | `21` |
| Die area | `6400 sq um` |
| Worst R2R Start | `state[0]` |
| Crit. Startpoint | `onfi_ale` |
| Top cells by count | `7 x inv_1, 5 x edfxtp_1, 5 x ha_1` |
| CP arrival | `1.82 ns` |
| Top_reg_cell synth | `edfxtp_1` |
| I/O pin total | `71` |
| Cell taking the most area after synthesis | `edfxtp_1` |
| Die Y | `80 um` |
| Synth cell types | `15` |
| Tool Warnings | `100` |
| Tot Pwr | `344.1 uW` |
| Gr usage total | `2.009%` |
| WHS Path Cells | `1` |
| Post-synth EDFFs | `5` |
| Total routed wirelength | `626 um` |
[cell families after synthesis]
logic type | synth area share (%)
AND-OR/OR-AND | 11.95
flip-flops | 52.83
other | 0.9425
buffers and inverters | 9.435
adder cells (fa/ha/maj) | 15.72
AND/OR/NAND/NOR | 9.121
[final cells by class]
class | instances | area [sq um] | area share (%)
flip-flops and latches | 8 | 210.2 | 39.07
multi-input cells | 20 | 150.1 | 27.91
well taps | 46 | 57.56 | 10.70
repair buffers | 7 | 45.04 | 8.372
clock inverters | 8 | 30.03 | 5.581
clock buffers | 3 | 22.52 | 4.186
inverters | 6 | 22.52 | 4.186
[report_power, final]
part           internal, uW  switching [uW]  leakage (uW)
sequential              167               0     0.0000785
clock                  85.9            86.7     0.0000564
combinational          3.91           0.748      0.000109
[worst min-delay path by stage]
| stage | end | slack, ns | from |
|---|---|---|---|
| finish | state[0] | 0.48 | state[0] |
| CTS | state[0] | 0.48 | state[0] |
| global route | state[0] | 0.52 | state[0] |
[per-layer routing]
layer | up-vias | global-route usage (%) | share of wire [%]
met1 | 106 | 1.910 | 43
met5 | - | 0 | 0
met3 | 0 | 2.955 | 19
met2 | 11 | 2.167 | 38
li1 | 150 | - | -
met4 | 0 | 0.8803 | 0
[through the flow]
stage	instances	setup slack, ns
2_1_floorplan	37	0.1109
3_3_place_gp	88	-0.3093
3_5_place_dp	88	-0.3057
4_1_cts	98	-0.1588
5_1_grt	98	-0.2032
6_report	98	-0.1385
[cells in the final DEF, fill, tap and decap left out]
cell / instances
o32a_1: 1
a21boi_1: 1
ha_1: 5
inv_1: 14
nand2b_1: 2
conb_1: 1
buf_2: 5
clkdlybuf4s50_1: 2
nor2_1: 2
nand2_2: 1
clkbuf_4: 3
o21bai_1: 2
edfxtp_1: 5
dfxtp_1: 3
nor3_1: 2
a21oi_1: 3
[registers in the layout (all words and copies together) (netlist names)]
name and count:
onfi_ale 1, onfi_cen 1, onfi_cle 1, onfi_dq_o 1, onfi_wen 1, state 3
[timing repair]
action	in CTS	in global routing
endpoints found under the setup margin	5	5
cloned	0	0
gates resized	15	0
hold buffers	0	0
Power figures rest on the tool's default switching activity, not on a simulated workload.
